==> design/flow/design.v <==
`timescale 1ns / 1ps
module jk_ff(input clk,j,k,output reg q=0,output qbar);
assign qbar=~q;
always@(posedge clk)
begin
case({j,k})
2'b00:q<=q;
2'b01:q<=0;
2'b10:q<=1;
2'b11:q<=~q;
endcase
end
endmodule
module async_up_down(input clk,m,j1,k1,j2,k2,j3,k3,
    output q1,q2,q3,q1bar,q2bar,q3bar);
 wire x1,x2,x3,x4,x5,x6,x7;
 assign x1=q1&(~m);
 assign x2=~q1&m;
 assign x3=x1|x2;
 assign x4=q2&~m;
 assign x5=~q2&m;
 assign x6=x4|x5;
 jk_ff JKFF1(clk,j1,k1,q1,q1bar);
 jk_ff JKFF2(x3,j2,k2,q2,q2bar);
 jk_ff JKFF3(x6,j3,k3,q3,q3bar);
endmodule
==> design/flow/run.sh <==
#!/bin/bash
# OpenROAD 26Q1-2900-gdf79404cd8, Yosys 0.63+post, stock flow scripts
make -C /OpenROAD-flow-scripts/flow DESIGN_CONFIG=/design/flow/config.mk WORK_HOME=/design/flow/orfs finish
==> design/flow/config.mk <==
export PLATFORM = sky130hd
export DESIGN_NAME = async_up_down
export DESIGN_NICKNAME = async_up_down
export VERILOG_FILES = /design/flow/design.v
export SDC_FILE = /design/flow/constraint.sdc
export NUM_CORES = 4
export LEC_CHECK = 1
export CORE_AREA = 10 10 70 70
export DIE_AREA = 0 0 80 80
==> design/flow/constraint.sdc <==
current_design async_up_down

set clk_period 1.0
set clk_io_pct 0.2

create_clock -name clk0 -period $clk_period [get_ports {clk}]

set non_clock_inputs [all_inputs -no_clocks]
set_input_delay [expr $clk_period * $clk_io_pct] -clock clk0 $non_clock_inputs
set_output_delay [expr $clk_period * $clk_io_pct] -clock clk0 [all_outputs]
==> results.toml <==
# flow metrics
[run_status]
outcome = "complete, no violations"

[synthesis]
ys_seq_elements = 3
syn_avg_cell_area_um2 = 11.4
area_leaders = "edfxtp_1, a21boi_0, or2_1"
yosys.stat.seqShare_pct = 56.3
synth_stat.cells = 14
synth_area_leader_cell = "edfxtp_1"
synth.distinct_cells = 5
synth_cells = 14
yosysChipArea_um2 = 160
synth_warnings = 1
top_cell_area_share_pct = 56.3
synth_area_um2 = 160

[sta]
setup_viol = 0
finClkSkew_ns = 0
finalHoldViolations = 0
post-route-min-period_ns = 0.910
rsz0062_at_grt = "false"
untimed_endpoints = 8
slew_headroom_pct = 88.0
fin_crit_sh_pct = 91.0
unclocked_pins = 2
tightest_slew_ns = 0.180
finalMaxSlewViolations = 0
max_freq_mhz = 1100

[cells_and_area]
regArea_um2 = 90.1
mi_logic_area_um2 = 58.8
fill_cells = 401
final_core_util_pct = 10.3
area_growth_syn_to_layout_pct = 119
drive_gt1_share_pct = 3.57

[die]
die_area_um2 = 6400
ioPinCount = 14
fp_util_pct = 4.69
die-height_um = 80
fp.dieW_um = 80
rows = 21
fp.coreArea_um2 = 3420

[worst_setup_path]
cpPeakStageDelay_ns = 0.24
cp_cell_sequence = "dlygate4sd2_1 > or2_1"
cp.arrival_ns = 0.66
crit_path_top_delay_cell = "dlygate4sd2_1"
rr_worst_depth = 2
crit_fanout = 2
cp_num_cells = 2
critPathTopFamily = "buffers and inverters"
endpoint_kind = "flop"
path_class = "in -> reg"
required_ns = 0.75
cp_num_buf_inv = 1
start_kind = "input port"

[route]
viasPerCell = 1.99
insertedDiodeCount = 0
ant_nets = 0
drc_errors = 0
routed_wl_um = 456
first_iter_violations = 1
drt_first_pass_iters = 2
num_vias = 147
wire_per_inst_um = 6.16

[place]
place.port_buffers = 13
hpwl_um = 428
globalplace.congestion = 0.744

[pwr]
p_int_uw = 129
power_switching_uw = 26.9
p_sw_share_pct = 17.3
p_comb_share_pct = 49.5
power_frac_seq_pct = 50.5
peakVddDrop_mv = 0.312
clkPwrFrac_pct = 0
p_per_area_nw_per_um2 = 445
power_uw = 156
p_leak_uw = 0.000129

[global_route]
first_global_vias = 157
grtUsageTotal_pct = 1.32
overflow = 0
grt_max_degree = 5
grt_pass1_wl_um = 703
antenna_found_initial = 0

[clock_network]
hold_buffers = 0
clock_latency_ns = 0
path_clk_slew_ns = 0

[hold_path]
hold_class = "in -> reg"
hold_depth = 2

[job]
drv_cap = 0
warning_count = 28
power groups by stage:
stage	logic (uW)	clock network (uW)	registers, uW
4_1_cts	84.7	0	78.1
5_1_grt	86.3	0	81.7
6_report	77.1	0	78.8
flip-flops by register name, summed over array words and instances, names as in the netlist:
register and flops:
JKFF1.q 1, JKFF2.q 1, JKFF3.q 1
layout by cell type, fill, tap and decap left out, drive strengths merged:
master	count
xor2	2
or2	3
clkdlybuf4s50	9
edfxtp	3
dlygate4sd2	4
a21boi	3
buf	1
inv	3
metal layers:
layer	global-route usage, %	up-vias	wire, um
met5	0	-	0
li1	-	75	-
met1	2.14	58	251
met3	0.909	0	105
met4	0	0	0
met2	1.36	14	98
layout make-up:
cell class,count,area share (%)
inverter,3,3.21
sequential,3,25.7
multi-input combinational,8,16.8
timing repair buffer,14,37.9
tap,46,16.4
cells by family (layout without fill, tap and decap cells):
kind of cell           after synthesis  count (layout)  synth area share [%]
flip-flops                           3               3                  56.3
XOR/XNOR                             2               2                  10.9
AND-OR/OR-AND                        3               3                  14.1
AND/OR/NAND/NOR                      3               3                  11.7
buffers and inverters                3              17                  7.03
path summary, 6_finish.rpt:
check	slack, ns	startpoint	to
min	0.63	j1	JKFF1.q
max	0.09	k1	JKFF1.q
min reg2reg	0.71	JKFF1.q	JKFF1.q
max reg2reg	0.18	JKFF1.q	JKFF1.q
cells in the mapped netlist (all sizes together):
cell    n
a21boi  3
edfxtp  3
inv     3
or2     3
xor2    2
per-stage QoR:
step                      setup TNS [ns]  instances  area, um2  hold WS (ns)  setup WS [ns]
after floorplan                        0         14        160         0.400          0.314
after global placement            -0.311         73        348         0.645         -0.146
after detailed placement          -0.345         73        348         0.677         -0.163
after CTS                              0         75        358         0.630         0.0293
after global routing                   0         74        350         0.671         0.0596
final                                  0         74        350         0.625         0.0902
repair_timing:
item,in CTS,in global routing
resized,4,1
pin swaps,1,0
setup endpoints to repair,4,2
buffers inserted,2,0
No activity file was given, so power comes from the tool's default toggle rates.
